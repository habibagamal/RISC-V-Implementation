--- design/flow/design.v ---
`timescale 1ns/1ns
module CSR 
( 
    input clk,
    input altSignal,
    input rst, 
    input interrupt,         
    input interrupt_EX,
    input [31:0] pc,         
    input pending,           
    input [2:0] mip_in,      
    input retire,
    input [11:0] addr,       
    input [31:0] CSR_new,    
    input write,             
    input notServiced,
    input mie_in,            
    input mret,                  
    output reg [31:0] CSR,       
    output [2:0] mip_out,
    output [3:0] mie_out,
    output reg timer_int,
    output [31:0] mepc_out
);
    wire [31:0] mepc_datain,  mcycle_out, mtime_out, minstret_out, mtimecmp_out, compCount;
    wire [2:0] mip_datain;
    wire [3:0] mie_datain;
    wire mip_load, mepc_load, mie_load, clkDiv, writePulse, write2;
    reg mepc_ld, mip_ld, mtimecmp_ld, mie_ld;
    reg [31:0] timeCounter; 
    assign mepc_datain = interrupt ? pc : CSR_new;   
    assign mepc_load = interrupt || mepc_ld;  
    assign mip_datain = pending ? mip_in : CSR_new[2:0];  
    assign mip_load = pending || mip_ld;  
    assign mie_load = interrupt_EX || mret || mie_ld;
    assign mie_datain = (interrupt_EX || mret) ? {mie_in, mie_out[2:0]} : CSR_new[3:0];
    clkDiv #(4) div (.clock_in(clk), .clock_out(clkDiv), .rst(rst));
    counter_32 mcycle ( .clk(clk), .rst(rst), .en(1'b1), .ld(1'b0), .data_in(32'd0), .data_out(mcycle_out));  
    counter_32 mtime ( .clk(clkDiv), .rst(rst), .en(1'b1), .ld(1'd0), .data_in(32'd0), .data_out(mtime_out));  
    counter_32 minstret( .clk(altSignal), .rst(rst), .en(retire), .ld(1'b0), .data_in(32'd0), .data_out(minstret_out));
    mTimeCmp mtc (.clk(clk), .rst(rst), .load(mtimecmp_ld), .data_in(CSR_new), .data_out(mtimecmp_out));
    MIE mie (.clk(clk), .rst(rst), .load(mie_load), .data_in(mie_datain), .data_out(mie_out));   
    register #(3)  mip      (.clk(clk), .rst(rst), .load(mip_load), .data_in(mip_datain), .data_out(mip_out));  
    register #(32) mepc     (.clk(clk), .rst(rst), .load(mepc_load), .data_in(mepc_datain), .data_out(mepc_out)); 
    counter_32 compCounter ( .clk(clk), .rst(rst | mtimecmp_ld), .en(1'b1), .ld(timer_int), .data_in(32'd0), .data_out(compCount));
    always @ (*) begin   
        if (rst)
            timer_int = 1'b0;
        else if ((compCount >= (mtimecmp_out - 32'b1)) | notServiced) 
            timer_int = 1'b1;
        else
            timer_int = 1'b0;
    end
    assign writePulse = altSignal ? write: 1'b0;
    always @ (*) begin   
        if (rst) begin
            mie_ld = 1'b0;
            mip_ld = 1'b0;
            mepc_ld = 1'b0;
            mtimecmp_ld = 1'b0;
        end 
        else
        if (writePulse)
            case (addr)
                12'h341: begin  
                    mie_ld = 1'b0;
                    mip_ld = 1'b0;
                    mepc_ld = 1'b1;
                    mtimecmp_ld = 1'b0;
                end
                12'h304: begin  
                    mie_ld = 1'b1;
                    mip_ld = 1'b0;
                    mepc_ld = 1'b0;
                    mtimecmp_ld = 1'b0;
                end
                12'h344: begin  
                    mie_ld = 1'b0;
                    mip_ld = 1'b1;
                    mepc_ld = 1'b0;
                    mtimecmp_ld = 1'b0;
                end
                12'hB00: begin  
                    mie_ld = 1'b0;
                    mip_ld = 1'b0;
                    mepc_ld = 1'b0;
                    mtimecmp_ld = 1'b0;
                end
                12'hB01: begin  
                    mie_ld = 1'b0;
                    mip_ld = 1'b0;
                    mepc_ld = 1'b0;
                    mtimecmp_ld = 1'b0;
                end
                12'hB03: begin  
                    mie_ld = 1'b0;
                    mip_ld = 1'b0;
                    mepc_ld = 1'b0;
                    mtimecmp_ld = 1'b1;
                end
                12'hB02: begin  
                    mie_ld = 1'b0;
                    mip_ld = 1'b0;
                    mepc_ld = 1'b0;
                    mtimecmp_ld = 1'b0;
                end
                default: begin 
                    mie_ld = 1'b0;
                    mip_ld = 1'b0;
                    mepc_ld = 1'b0;
                    mtimecmp_ld = 1'b0;
                end
            endcase
        else begin 
            mie_ld = 1'b0;
            mip_ld = 1'b0;
            mepc_ld = 1'b0;
            mtimecmp_ld = 1'b0;
        end
    end
    always @ (*) begin 
        if (rst)
            CSR = 32'd0;
        else
        if (!writePulse) begin 
            case (addr)
                12'h341:     
                    CSR = mepc_out;
                12'h304:     
                    CSR = {28'b0, mie_out};
                12'h344:     
                    CSR = {29'b0, mip_out};
                12'hB00:     
                    CSR = mcycle_out;
                12'hB01:     
                    CSR = mtime_out;
                12'hB03:     
                    CSR = mtimecmp_out;
                12'hB02:  
                    CSR = minstret_out;
                default: 
                    CSR = 32'b0;
            endcase
        end
        else begin
            CSR = 32'd0;
        end
    end
endmodule
`timescale 1ns/1ns
module FlipFlop(
    input clk, 
    input rst, 
    input d, 
    output reg [0:0] q
);
    always @(posedge clk or posedge rst) begin
        if(rst == 1)
            q<=0;
        else
            q<=d;
    end
endmodule
`timescale 1ns/1ns
module MIE (    
    clk,
    rst,
    load,
    data_in, 
    data_out );
    input clk;
    input rst;
    input load;
    input   [3:0] data_in;
    output  reg [3:0] data_out;
    always @ (posedge clk or posedge rst) begin
        if(rst)
            data_out <= 4'd15;
        else if (load)
                data_out <= data_in;
            else 
                data_out <= data_out;
    end
endmodule
`timescale 1ns / 1ns
module clkDiv(clock_in, clock_out, rst);
    input clock_in;
    output clock_out;
    input rst;
    reg[27:0] counter = 28'd0;
    parameter DIVISOR = 28'd2;
    always @(posedge clock_in or posedge rst) begin
        if (rst == 1'b1) begin
            counter <= (DIVISOR-1);
        end
        else begin
            counter <= counter + 28'd1;
            if(counter >= (DIVISOR-1))
                counter <= 28'd0;
        end
    end
    assign clock_out = (counter < DIVISOR/2) ? 1'b0 : 1'b1;
endmodule
`timescale 1ns/1ns
module counter_32
(
    input clk,
    input rst, 
    input en,
    input ld,
    input [31:0] data_in,
    output reg [31:0] data_out
);
    always @ (posedge clk or posedge rst) begin
        if (rst)
            data_out <= 32'd0;
        else if (en)
                if (ld)
                    data_out <= data_in;
                else 
                    data_out <= data_out + 32'b1;
        else
            data_out <= data_out; 
    end
endmodule
`timescale 1ns/1ns
module mTimeCmp 
(    
    clk,
    rst,
    load,
    data_in, 
    data_out );
    input clk;
    input rst;
    input load;
    input   [31:0] data_in;
    output  reg [31:0] data_out;
    always @ (posedge clk or posedge rst) begin
        if(rst)
            data_out <= 32'hffffffff;
        else if (load)
                data_out <= data_in;
            else 
                data_out <= data_out;
    end
endmodule
`timescale 1ns/1ns
module mux2_1 (
    sel,
    in1,
    in2,
    out
);
    parameter N=1;
    output [N-1:0] out;
    input [N-1:0] in1;
    input [N-1:0] in2;
    input sel;
    assign out = (sel)?in2:in1;
endmodule
`timescale 1ns/1ns
module register(
    clk,
    rst,
    load,
    data_in, 
    data_out 
);
    parameter SIZE=32;
    input clk;
    input rst;
    input load;
    input [SIZE-1:0] data_in; 
    output [SIZE-1:0] data_out;
    wire [SIZE-1:0] ds;
    genvar i;
    generate
    for(i=0;i<SIZE;i=i+1) begin
        mux2_1 m (.sel(load), .in1(data_out[i]), .in2(data_in[i]), .out(ds[i]));
        FlipFlop f(.clk(clk), .rst(rst), .d(ds[i]), .q(data_out[i]));
    end
    endgenerate
endmodule
--- design/flow/run.sh ---
#!/bin/bash
# OpenROAD 26Q1-2900-gdf79404cd8, Yosys 0.63+post, stock flow scripts
make -C /OpenROAD-flow-scripts/flow DESIGN_CONFIG=/design/flow/config.mk WORK_HOME=/design/flow/orfs finish
--- design/flow/config.mk ---
export PLATFORM = sky130hd
export DESIGN_NAME = CSR
export DESIGN_NICKNAME = CSR
export VERILOG_FILES = /design/flow/design.v
export SDC_FILE = /design/flow/constraint.sdc
export NUM_CORES = 4
export LEC_CHECK = 1
export CORE_UTILIZATION = 50
--- design/flow/constraint.sdc ---
current_design CSR

set clk_period 10.5
set clk_io_pct 0.2

create_clock -name clk0 -period $clk_period [get_ports {altSignal}]
create_clock -name clk1 -period $clk_period [get_ports {clk}]

set non_clock_inputs [all_inputs -no_clocks]
set_input_delay [expr $clk_period * $clk_io_pct] -clock clk0 $non_clock_inputs
set_output_delay [expr $clk_period * $clk_io_pct] -clock clk0 [all_outputs]
==> impl_metrics.env <==
# implementation run metrics
export IMPL_final_cells=1687
export IMPL_worstSetupPathType="clock port to output port"
export IMPL_cts_resized=0
export IMPL_logic_area_um2=5870
export IMPL_synth_area_top_cells="dfrtp_1 39%, dfstp_2 8.3%, xnor2_1 6.9%, xor2_1 4.1%, ha_1 4.0%"
export IMPL_antenna_left=0
export IMPL_routedWlPerCell_um=20.9
export IMPL_die_y_um=157
export IMPL_hold_class="register to register"
export IMPL_hold_viol=0
export IMPL_dr_first_iter_drc_count=902
export IMPL_core_area_um2=23500
export IMPL_tns_ns=0
export IMPL_crit_arrival_ns=7.80
export IMPL_r2r_end="compCounter.data_out[28]"
export IMPL_tritoncts="done"
export IMPL_synthToLayoutAreaGrowth_pct=32.5
export IMPL_grt_max_degree=104
export IMPL_initCoreUtil_pct=51.0
export IMPL_cp_cell_sequence="clkbuf_16, clkbuf_16, clkbuf_16, clkbuf_16, clkbuf_16, a21oi_1, nand4_1, clkbuf_16, clkbuf_16, a21oi_1, clkdlybuf4s50_1"
export IMPL_yosys_cells=1143
export IMPL_worstMarginPinSlew_ns=0.997
export IMPL_fillers=1785
export IMPL_yosysWarnings=6
export IMPL_dp_hpwl_um=24400
export IMPL_holdPathStages=1
export IMPL_slowest_delay_ns=0.56
export IMPL_crit_end="CSR[15]"
export IMPL_path_common_cell="clkbuf_16"
export IMPL_via_per_inst=5.76
export IMPL_routed_wl_um=35300
export IMPL_p_leak_uw=0.00690
export IMPL_routabilityCongestion=0.913
export IMPL_untimed_endpoints=32
export IMPL_ir_worst_vdd_mv=0.107
export IMPL_worstSetupStartpointType="clock port"
export IMPL_critPathMaxFanout=9
export IMPL_worst_slew_margin_rel_pct=33.0
export IMPL_cellPowerDensity_nw_per_um2=130
export IMPL_postCtsHoldBufs=0
export IMPL_die_x_um=157
export IMPL_ys_seq_share_pct=47.7
export IMPL_setup_viol=0
export IMPL_dieArea_um2=24600
export IMPL_ios=162
export IMPL_overflow=0
export IMPL_worst_r2r_setup_slack_ns=6.46
export IMPL_cap_viol_max_count=0
export IMPL_status="finished, final reports clean"
export IMPL_dp_cells=1577
export IMPL_syn_area_um2=12000
export IMPL_port_buffers=160
export IMPL_rows=56
export IMPL_grt_usage_pct=31.7
export IMPL_unclocked_regs=32
export IMPL_ys_types=55
export IMPL_startpoint="altSignal"
export IMPL_cpMaxStageDelayCell="clkdlybuf4s50_1"
export IMPL_preCtsSetupSlack_ns=1.49
export IMPL_grt_antenna_before_repair=4
export IMPL_top_area_share_pct=39.4
export IMPL_layout_setup_ws_ns=0.600
export IMPL_yosys_area_um2=12000
export IMPL_flop_area_um2=5730
export IMPL_post_dp_cell_area_um2=13800
export IMPL_rsz0062_at_grt="no"
export IMPL_stdcell_area_um2=15900
export IMPL_rr_worst_depth=11
export IMPL_postCtsSetupRepairBufs=0
export IMPL_whs_ns=0.473
export IMPL_end_kind="output port"
export IMPL_finalMaxSlewViolations=0
export IMPL_vias=9723
export IMPL_avgSynthCellArea_um2=10.5
export IMPL_first_pass_iters=10
export IMPL_required_ns=8.40
export IMPL_fin_skew_ns=0.0152
export IMPL_grt_pass1_wl_um=54400
export IMPL_r2r_start="mtc.data_out[2]"
export IMPL_ys_flops=227
export IMPL_drc=0
export IMPL_yosys_area_top_type="dfrtp_1"
export IMPL_warnings=202
export IMPL_syn_instance_count=1143
export IMPL_grt_pass1_vias=10600
export IMPL_cts_clk_slew_worst_paths_ns=0.07
export IMPL_drive_gt1_share_pct=15.3
-- layout by cell type, fill, tap and decap left out, types with 26 or more instances in the layout --
master and instances:
nand2_1 97, xor2_1 56, dfstp_2 38, mux2i_1 39
dfrtp_1 189, conb_1 26, o21ai_0 41, a22oi_1 32
a222oi_1 28, nor2_1 47, ha_1 38, clkbuf_16 68
nand3_1 40, clkdlybuf4s50_1 159, a21oi_1 43, nor3_1 58
nand4_1 48, xnor2_1 94, mux2_2 36
-- worst max-delay path: cells and delay by family --
| kind | cells | cell delay [ns] |
|---|---|---|
| buffers and inverters | 8 | 1.66 |
| and+or+nand+nor | 1 | 0.19 |
| AOI/OAI and AO/OA | 2 | 0.70 |
-- worst min path at each step --
stage | slack (ns) | from | endpoint
5_1_grt | 0.49 | mcycle.data_out[31] | mcycle.data_out[31]
4_1_cts | 0.48 | mcycle.data_out[31] | mcycle.data_out[31]
6_report | 0.47 | mcycle.data_out[31] | mcycle.data_out[31]
-- logic make-up (layout without fill, tap and decap cells) --
logic type	Yosys count	count (layout)	share of synthesized area, %
AND/OR/NAND/NOR	386	386	17.1
flip-flops	227	227	47.7
buffers and inverters	102	300	4.49
AND-OR/OR-AND	162	162	8.95
adder cells (fa/ha/maj)	38	38	3.96
XOR/XNOR	150	150	10.9
other	1	28	0.0312
multiplexers	77	77	6.81
-- synth_stat cells (all sizes together) --
cell,number
dfrtp,189
nand2,97
xnor2,94
nor3,64
xor2,56
buf,50
nand4,48
nor2,47
a21oi,43
o21ai,43
nand3,41
mux2i,39
dfstp,38
ha,38
mux2,38
clkbuf,34
a22oi,32
a222oi,28
nor4,24
and3,21
inv,18
and4,14
or3,6
and2,5
a221oi,4
a31oi,4
nand2b,3
nand3b,3
nor2b,3
or4,3
a2111oi,2
and3b,2
nor3b,2
a41oi,1
and4bb,1
conb,1
o211ai,1
o21a,1
o22ai,1
o31ai,1
o32ai,1
or2,1
or4b,1
-- per-layer routing --
metal  vias up  share of wire [%]  global-route usage, %
met5         -              0.065                      0
met4         4                5.1                   19.0
met3       139                 10                   18.6
met2       478                 46                   44.0
met1      4586                 39                   38.7
li1       4516                  -                      -
-- sequential cells by signal, summed over array words and instances, names as in the netlist --
name / cells
mip.genblk1.f.q: 3
div.counter: 28
mie.data_out: 4
mcycle.data_out: 32
compCounter.data_out: 32
mepc.genblk1.f.q: 32
mtc.data_out: 32
minstret.data_out: 32
mtime.data_out: 32
-- per-stage QoR --
step                power, uW  util, %
floorplan                 943        -
global placement         1030     58.5
detailed placement       1030     58.5
CTS                      2090     67.6
global route             2140     67.6
finish                   2060     67.6
-- cell type report --
cell class | instances | area share, %
Multi-Input combinational cell | 839 | 36.9
Tap cell | 319 | 2.51
Sequential cell | 227 | 36.0
Timing Repair Buffer | 142 | 8.68
Inverter | 18 | 0.472
Clock inverter | 36 | 2.60
Antenna cell | 2 | 0.0315
Clock buffer | 104 | 12.8
-- report_power, final --
part,internal [uW],total [uW],switching [uW]
Sequential,791,842,51.6
Combinational,91.1,161,69.7
Clock,619,1060,440
Power figures rest on the tool's default switching activity, not on a simulated workload.
