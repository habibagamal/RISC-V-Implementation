$ cat /design/flow/config.mk
export PLATFORM = sky130hd
export DESIGN_NAME = RCA32bit
export DESIGN_NICKNAME = RCA32bit
export VERILOG_FILES = /design/flow/design.v
export SDC_FILE = /design/flow/constraint.sdc
export NUM_CORES = 4
export LEC_CHECK = 1
export CORE_AREA = 10 10 94 94
export DIE_AREA = 0 0 104 104
$ cat /design/flow/constraint.sdc
current_design RCA32bit

set clk_period 30.7
set clk_io_pct 0.2

create_clock -name clk0 -period $clk_period

set non_clock_inputs [all_inputs -no_clocks]
set_input_delay [expr $clk_period * $clk_io_pct] -clock clk0 $non_clock_inputs
set_output_delay [expr $clk_period * $clk_io_pct] -clock clk0 [all_outputs]
$ cat /design/flow/design.v
`timescale 1ns/1ns
module FA (
    input a, 
    input b, 
    input cin,
    output sum, 
    output cout 
);
  assign sum = a ^ b ^ cin;
  assign cout = ((a ^ b) & cin) | (a & b);
endmodule
`timescale 1ns/1ns
module RCA32bit(a, b, addsub, cout, vFlag, sum);
    parameter N = 32;    
    input [N-1:0] a;     
    input [N-1:0] b;     
    input addsub;        
    output [N-1:0] sum;  
    output cout;         
    output vFlag;        
    wire [N:0] c;
    assign c[0] = addsub;
    assign cout = c[N];
    assign vFlag = c[N] ^ c[N-1];
    genvar i;
    generate         
        for(i = 0; i < N; i = i+1) begin : RCA
            FA f(.a(a[i]), .b(b[i]^addsub), .cin(c[i]), .cout(c[i+1]), .sum(sum[i]));
        end 
    endgenerate
endmodule
$ cat /design/flow/run.sh
#!/bin/bash
# OpenROAD 26Q1-2900-gdf79404cd8, Yosys 0.63+post, stock flow scripts
make -C /OpenROAD-flow-scripts/flow DESIGN_CONFIG=/design/flow/config.mk WORK_HOME=/design/flow/orfs finish
==> flow_summary.ini <==
; implementation run metrics
[outcome]
outcome = finished clean

[logic_synthesis]
postSynthAreaPerCell_sq_um = 9.04
synthCells = 162
top_area_frac = 0.424
top_cell = inv_1
yosysUniqueCellTypes = 10
yosys-top-cells-count = 61 x inv_1, 32 x buf_4, 31 x fa_1, 29 x xnor2_1
ys_cells = 162
yosys_area_sq_um = 1470
ys.warnings.count = 0
postSynthSeqShare = 0
topCellsByArea = fa_1 42%, xnor2_1 17%, buf_4 16%
top_area_cell = fa_1
syn_area_sq_um = 1470

[worst_setup_path]
crit_type = input pin to primary output
cp-start-kind = input pin
path_common_cell = fa_1
crit_slowest_cell = buf_4
cp_max_fo = 32
critPathMaxStageDelay_ns = 0.45
cp-endpoint = sum[31]
crit_path_start = addsub
cp.arrival_ns = 19.63
critical_path_required_ns = 24.56
cp-end-kind = primary output

[detailed_routing]
vias = 1043
wl_mm = 3.51
wl_per_cell_um = 10.9
drtAntennaViolNets = 0
drtPass1Iterations = 2
drcViolationCount = 0
via_per_inst = 3.24
n_antenna_cell = 0
drtIter0Drc = 13

[placement]
gp_congestion = 0.727
placed_cell_area_sq_um = 2280
port_buffers = 99
dp_hpwl_mm = 3.38

[final_timing]
worst_pin_slew_ns = 0.533
timing.hold.ws_ns = 13.25
slew_viol_final = 0
fin_crit_sh = 0.839
slew_headroom = 0.644
final_hold_viol_count = 0
rsz0062_at_grt = no
fin_tns_setup_ns = 0
setup_viol = 0
max_freq_mhz = 38.8
period_needed_ns = 25.77

[global_route]
antenna_found_initial = 0
grt_max_degree = 33
gr-total-overflow = 0
grt_first_pass_wirelength_mm = 5.98
grt.total_usage = 0.0664
grt_pass1_vias = 1156

[finish]
flops = 0
flop_area_sq_um = 0
layout-drive-gt1-share = 0.0177
num-clock-buffers = 0
fin_area_sq_um = 2280
synthToLayoutAreaGrowth_pct = 55.4

[floorplan]
rows = 30
dieWidth_um = 104
die_y_um = 104
fp_util = 0.214
ios = 99
die_area_sq_um = 10800
coreArea_sq_um = 6830

[clocking]
cts_resized = 0
hold_buffers = 0
post_cts.repair.setup_buffers = 0

[power]
p_leak_nw = 1.03
peakVddDrop_uv = 12.3
power.density_nw_per_um2 = 24.9

[min_path]
min_from = a[0]
hold_path.class = input pin to primary output

[job]
warning_count = 32
timing.max_cap.violations = 0
## metrics by stage
stage               utilization  power, mW  std cells  worst slack (ns)
floorplan                     -     0.0365        162              5.95
global placement          0.333     0.0583        322              4.83
detailed placement        0.333     0.0589        322              4.82
CTS                       0.333     0.0590        322              4.79
global route              0.333     0.0654        322              4.30
finish                    0.333     0.0566        322              4.93
## layout make-up
| cell class | count | area, sq um |
|---|---|---|
| fillers | 717 | 4550 |
| inverters | 61 | 229 |
| multi-input cells | 65 | 935 |
| well taps | 96 | 120 |
| repair buffers | 100 | 993 |
## report_power, final
group	leakage (nW)	total (mW)	internal, mW	switching (mW)
combinational	1.03	0.0566	0.0394	0.0172
sequential	0	0	0	0
clock	0	0	0	0
total	1.03	0.0566	0.0394	0.0172
## critical path, delay by kind of cell
kind | cells | cell delay, ns
XOR/XNOR | 1 | 0.18
adder cells (fa/ha/maj) | 31 | 12.26
buffers and inverters | 4 | 1.04
## cells in the final DEF, fill, tap and decap left out, drive strengths merged
cell type	netlist	layout
inv	61	61
clkdlybuf4s50	0	98
mux2i	1	1
fa	31	31
buf	36	2
xnor2	31	31
xor2	2	2
## metal layers
| metal | global-route usage | wire (um) |
|---|---|---|
| met3 | 0.0226 | 352 |
| met4 | 0 | 0 |
| met5 | 0 | 0 |
| met2 | 0.115 | 1730 |
| met1 | 0.0835 | 1430 |
## worst min-delay path by stage
| stage | end | slack, ns | cells after the start |
|---|---|---|---|
| 4_1_cts | sum[0] | 13.25 | 3 |
| 5_1_grt | sum[0] | 13.28 | 3 |
| 6_report | sum[0] | 13.25 | 3 |
## cell families (layout without fill, tap and decap cells)
family | after synthesis | in the layout | synth area share
buffers and inverters | 97 | 161 | 0.362
adder cells (fa/ha/maj) | 31 | 31 | 0.424
XOR/XNOR | 33 | 33 | 0.208
multiplexers | 1 | 1 | 0.00683
Power is estimated from default activity; no workload was simulated.
