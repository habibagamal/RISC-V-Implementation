==> flow/design.v <==
`timescale 1ns/1ns
module DualPortedMem (clk, rst, memWriteA, memWriteB, addrA, addrB, dataInA, dataInB, dataOutA, dataOutB);
    input           clk;
    input           rst;
    input           memWriteA;
    input           memWriteB;
    input   [4:0]   addrA;
    input   [4:0]   addrB;
    input   [31:0]  dataInA;
    input   [31:0]  dataInB;
    output  [31:0]  dataOutA;
    output  [31:0]  dataOutB;
    reg     [31:0]  mem [31:0];
    always @ (posedge clk or posedge rst) begin 
        mem[0] <= 32'd0;
        if (rst == 1'b1) begin
            mem[0] <= 32'd0;
        end
        else begin
            if (memWriteA) begin
                if (addrA == 5'd0) begin
                    mem[0] <= 32'd0;
                end
                else begin 
                    mem[addrA] <= dataInA;
                end
            end
            if (memWriteB) begin
                if (addrB == 5'd0) begin
                    mem[0] <= 32'd0;
                end
                else begin 
                    mem[addrB] <= dataInB;
                end
            end
        end
    end
    assign  dataOutA = memWriteA ? 0 : mem[addrA];
    assign  dataOutB = memWriteB ? 0 : mem[addrB];
endmodule
`timescale 1ns/1ns
module RegisterFile(clk, rst, rs1_addr, rs2_addr, rd_addr, rfWrite, altSignal, rfIN, rs1_data, rs2_data);
    input clk;
    input rst;
    input rfWrite;
    input altSignal;
    input [4:0] rs1_addr;
    input [4:0] rs2_addr;
    input [4:0] rd_addr;
    input [31:0] rfIN;
    output [31:0] rs1_data;
    output [31:0] rs2_data;
    wire [4:0] addrB;
    assign addrB = (altSignal) ? rs2_addr : rd_addr;
    DualPortedMem RFmem (.clk(clk), .rst(rst), .memWriteA(1'b0), .memWriteB(rfWrite && ~altSignal), 
                    .addrA(rs1_addr), .addrB(addrB), .dataInA(32'd0), .dataInB(rfIN), 
                    .dataOutA(rs1_data), .dataOutB(rs2_data));
endmodule
==> flow/run.sh <==
#!/bin/bash
# OpenROAD 26Q1-2900-gdf79404cd8, Yosys 0.63+post, stock flow scripts
make -C /OpenROAD-flow-scripts/flow DESIGN_CONFIG=/design/flow/config.mk WORK_HOME=/design/flow/orfs finish
==> flow/config.mk <==
export PLATFORM = sky130hd
export DESIGN_NAME = RegisterFile
export DESIGN_NICKNAME = RegisterFile
export VERILOG_FILES = /design/flow/design.v
export SDC_FILE = /design/flow/constraint.sdc
export NUM_CORES = 4
export LEC_CHECK = 1
export CORE_UTILIZATION = 50
==> flow/constraint.sdc <==
current_design RegisterFile

set clk_period 13.6
set clk_io_pct 0.2

create_clock -name clk0 -period $clk_period [get_ports {clk}]

set non_clock_inputs [all_inputs -no_clocks]
set_input_delay [expr $clk_period * $clk_io_pct] -clock clk0 $non_clock_inputs
set_output_delay [expr $clk_period * $clk_io_pct] -clock clk0 [all_outputs]
==> qor.yml <==
power.total_mw: 7.033
finalHoldViolCount: 0
cts_made_buffers: 106
seq_area_mm2: 0.02979
cts.htree.levels: 3
p_per_area_mw_per_mm2: 132.6
yosys_cells: 3340
setup_viol: 0
grt_max_degree: 55
routed_wirelength_um: 255200
leakage_nw: 17.65
final_cell_count_no_fill: 4701
synthAdderAreaFrac_pct: 0
simple_gate_share_pct: 8.090
ys_sh_mux_pct: 0
coreArea_mm2: 0.09152
fmax_mhz: 97.09
routedWlPerCell_um: 54.29
nFillCells: 6967
ctsResizeCount: 0
drc: 0
grt_usage_pct: 59.90
clk_pin_slew_ns: 0.05
max_slew_margin_pct: 18.29
cts_buffer_depth: 3
tightest_slew_ns: 1.195
synth.distinct_cells: 59
area.growth.synth_to_final_pct: 14.92
internal_power_mw: 5.361
pre_cts_ws_ns: 3.646
die-area_mm2: 0.09355
timing.final.ws_setup_ns: 3.300
antenna_found_initial: 17
postCtsHoldBufs: 0
dr.pass1.iters: 13
setup.worst_path.end_class: "output pin"
critPathArrivalTime_ns: 7.58
synth_top_area_share_pct: 64.53
swShare_pct: 23.77
root_buffer: "clkbuf_16"
synth_flops: 992
dieHeight_um: 305.9
tns_ns: 0
tritoncts: "yes"
reg.largest.list: "RFmem.mem: 992 flops"
cts_num_sinks: 992
ff_type: "edfxtp_1"
ant_nets: 0
maxCapViolCount: 0
logic_family: "AND-OR/OR-AND gates"
p_clk_share_pct: 44.3
max_stage_delay_ns: 1.03
ir_worst_vdd_uv: 125.8
largest_register_ffs: 992
critPathKind: "input pin to output pin"
grt_overflow: 0
syn_area_mm2: 0.04617
dr_total_vias: 41350
cp_max_fo: 33
min_from: "rfIN[29]"
io_pins: 115
crit_slowest_cell: "o22a_1"
fp-row-count: 111
drt_iter0_markers: 5667
comb_power_share_pct: 7.6
switchingPower_mw: 1.672
top_cell: "edfxtp_1"
grt_pass1_wl_um: 343900
hold_class: "input pin to flop"
top_register: "RFmem.mem"
fin_crit_sh_pct: 75.73
crit_required_ns: 10.88
top_area_cell: "edfxtp_1"
dp_hpwl_um: 144300
viasPerCell: 8.796
grt_pass1_vias: 42420
synthArstFlopShare_pct: 0
crit_chain: "clkdlybuf4s50_1 -> and4bb_2 -> buf_4 -> o22a_1 -> buf_4 -> a22o_1 -> nor4_1 -> a31oi_1 -> clkdlybuf4s50_1"
fp-utilization_pct: 50.44
status: "completed"
area_leaders: "edfxtp_1 (65%), o221ai_1 (7.1%), a22oi_1 (6.4%)"
p_seq_share_pct: 48.1
die_w_um: 305.9
post_cts_buffers: 0
ys_area_mm2: 0.04617
start_kind: "input pin"
port_buffers: 114
timing.final.crit_period_ns: 10.30
rsz0062_at_grt: "false"
yosys_warnings: 2
logic_area_mm2: 0.01469
synthTopCellsByCount: "edfxtp_1 (992), a22oi_1 (394), o221ai_1 (375), clkbuf_1 (231), and3_1 (227)"
postSynthSeqShare_pct: 64.53
hold_path_end: "RFmem.mem[24][29]"
synth_area_per_cell_um2: 13.82
syn_inst: 3340
gp_congestion: 1.095
xor_share_pct: 0
yosys.area_share.aoi_pct: 22.46
min_path_cells: 1
post-route-util_pct: 57.97
dp_cells: 4474
edf_count: 992
warnings: 26
drive_above_1_share_pct: 14.70
maxSlewViolCount: 0
## critical path, delay by kind of cell
family	cells	cell delay [ns]
AND-OR/OR-AND	3	1.67
AND/OR/NAND/NOR	2	0.84
buffers and inverters	4	2.29
## metrics by stage
step           instance area (um^2)  hold WS [ns]
2_1_floorplan                 46170         2.819
3_3_place_gp                  49300         3.313
3_5_place_dp                  49300         3.322
4_1_cts                       52970         2.583
5_1_grt                       53010         2.616
6_report                      53050         2.596
## area by class of cell
| class | count | area share, % |
|---|---|---|
| clock inverter | 81 | 1.799 |
| antenna | 33 | 0.1556 |
| tap | 1186 | 2.797 |
| multi-input combinational | 1816 | 27.69 |
| sequential | 992 | 56.15 |
| clock buffer | 113 | 5.129 |
| timing repair buffer | 333 | 5.240 |
| inverter | 147 | 1.040 |
## kinds of logic after synthesis
family / count (synthesis)
buffers and inverters: 532
flip-flops: 992
AND/OR/NAND/NOR: 586
AND-OR/OR-AND: 1230
## power by group through the flow
stage / clock network (mW) / registers, mW / logic (mW)
CTS: 3.10 / 3.38 / 0.491
finish: 3.12 / 3.38 / 0.533
global route: 3.21 / 3.38 / 0.527
## worst max path at each step
| stage | startpoint | to | slack [ns] | cells after the start |
|---|---|---|---|---|
| after CTS | rs2_addr[4] | rs2_data[19] | 3.66 | 9 |
| final | rs2_addr[4] | rs2_data[19] | 3.30 | 9 |
| after global routing | rs2_addr[4] | rs2_data[30] | 3.28 | 9 |
## layout by cell type, fill, tap and decap left out, types with 24 or more instances in the layout
cell	synthesis	layout
o2111ai_1	124	124
and2_2	0	24
edfxtp_1	992	992
a222oi_1	52	52
or4_1	32	32
clkinv_1	0	28
clkdlybuf4s50_1	0	113
o221ai_1	375	375
and3_1	227	224
a2111oi_0	69	69
nor2_4	0	26
nor4_1	54	54
a22o_1	99	99
nand3_1	88	88
a31oi_1	32	32
nand4_1	33	33
inv_1	147	147
buf_4	8	219
clkbuf_16	0	108
diode_2	0	33
a22oi_1	394	394
## routing by layer
| metal | share of wire (%) | GRT usage (%) | vias to the layer above |
|---|---|---|---|
| met2 | 38 | 71.23 | 5468 |
| li1 | - | - | 14680 |
| met4 | 9.6 | 40.69 | 73 |
| met1 | 29 | 65.66 | 19450 |
| met5 | 0.79 | 22.17 | - |
| met3 | 23 | 55.44 | 1681 |
Power is estimated from default activity; no workload was simulated.
